==> design.v <==
module ram512_optimized (
  input [15:0] in,
  input [8:0] address,
  input load,
  input clk,
  output [15:0] out
);
  reg[15:0] memory[0:511];
  assign out = memory[address];
  always @(posedge clk) begin
    if (load) memory[address] <= in;
  end
endmodule
==> run.sh <==
#!/bin/bash
# OpenROAD 26Q1-2900-gdf79404cd8, Yosys 0.63+post, stock flow scripts
make -C /OpenROAD-flow-scripts/flow DESIGN_CONFIG=/design/flow/config.mk WORK_HOME=/design/flow/orfs finish
==> config.mk <==
export PLATFORM = sky130hd
export DESIGN_NAME = ram512_optimized
export DESIGN_NICKNAME = ram512_optimized
export VERILOG_FILES = /design/flow/design.v
export SDC_FILE = /design/flow/constraint.sdc
export NUM_CORES = 4
export LEC_CHECK = 1
export CORE_UTILIZATION = 50
export SYNTH_MEMORY_MAX_BITS = 65536
==> constraint.sdc <==
current_design ram512_optimized

set clk_period 38.1
set clk_io_pct 0.2

create_clock -name clk0 -period $clk_period [get_ports {clk}]

set non_clock_inputs [all_inputs -no_clocks]
set_input_delay [expr $clk_period * $clk_io_pct] -clock clk0 $non_clock_inputs
set_output_delay [expr $clk_period * $clk_io_pct] -clock clk0 [all_outputs]
==> flow_summary.yaml <==
# physical design summary
cts:
  clk_path_buf_depth: 4
  cts_sinks: 8192
  ctsResizeCount: 0
  htree_levels: 6
  postCtsSetupRepairBufs: 0
  cts_root_buf: "clkbuf_16"
  cts_buffers: 811
  clk_pin_slew_ns: 0.06
  holdBufCountCts: 0
  cts_tree: "built"
synthesis:
  syn_inst: 14821
  synth_area_leader_cell: "edfxtp_1"
  synth_area_mm2: 0.314
  ys.flops: 8192
  synth_seq_share_pct: 78.4
  async_reset_ff_share_pct: 0
  ys_warn_count: 1
  synth_area_per_cell_um2: 21.2
  flop_cell: "edfxtp_1"
  yosys_area_mm2: 0.314
  yosys_cells: 14821
  top_cell_area_share_pct: 78.4
  ys_types: 70
  area_leaders: "edfxtp_1 78%, mux4_2 10%, mux2i_1 4.3%"
  edf_count: 8192
sta:
  slew_viol_final: 1
  timing.fmax_mhz: 43.2
  finalCritPeriodShare_pct: 60.7
  hold_viol: 0
  finalSetupViolCount: 0
  grt_setup_unrepaired: "false"
  min_period_ns: 23.13
  relSlewSlack_pct: -1.88
  tns_ns: 0
  worstMarginPinSlew_ns: 1.53
routing:
  wl_per_cell_um: 37.1
  postRouteAntennaNets: 0
  dr_total_vias: 157377
  viasPerCell: 6.28
  drc: 0
  detail_route.first_pass.iterations: 8
  drtIter0Drc: 11268
  finalWirelength_um: 929000
layout:
  area_growth_syn_to_layout_pct: 13.2
  fin_util_pct: 56.9
  final_cells: 25062
  drive_gt1_share_pct: 23.5
  largest_reg_flops: 8192
  largestRegisters: "memory x8192"
  regMostFlops: "memory"
die:
  rows: 290
  fp.coreArea_mm2: 0.624
  ioPinCount: 43
  dieWidth_um: 794
  fp.dieArea_mm2: 0.631
  fp_util_pct: 50.3
  die_h_um: 794
power_and_ir_drop:
  power_density_mw_per_mm2: 51.7
  total_power_mw: 18.4
  power_frac_clock_pct: 41.3
  peakVddDrop_mv: 0.0549
  switchingPower_mw: 3.97
  internal-power_mw: 14.4
  combPwrFrac_pct: 4.6
  leakage_nw: 114
  swShare_pct: 21.6
  sequentialPowerShare_pct: 54.1
critical_path:
  crit_required_ns: 30.48
  crit_fanout: 61
  crit_type: "input port to primary output"
  start_kind: "input port"
  cp_data_arrival_time_ns: 15.51
  endpoint_kind: "primary output"
global_routing:
  first_global_vias: 168884
  grt_start_max_net_pins: 115
  overflow: 0
  grtUsageTotal_pct: 33.4
  antenna_found_initial: 75
  grt_pass1_wl_um: 1290000
outcome:
  violations: "slew limit"
  status: "complete, but fails checks"
placement:
  post-place-cells: 23524
  dp_hpwl_um: 582000
  port_buffers: 42
  routabilityCongestion: 0.958
hold_path:
  hp-class: "input port to flip-flop"
flow_run:
  cap_viol_max_count: 0
  openroad.warnings: 39
## cell usage after synthesis, drive strengths merged, types with 14 or more instances
| cell type | number |
|---|---|
| edfxtp | 8192 |
| mux4 | 1404 |
| mux2i | 1346 |
| nor2 | 586 |
| buf | 570 |
| o22ai | 398 |
| a22oi | 358 |
| clkbuf | 314 |
| nand2 | 244 |
| a221oi | 209 |
| a21oi | 196 |
| a31oi | 127 |
| o21ai | 115 |
| nand3 | 109 |
| or4 | 88 |
| a22o | 72 |
| nand4 | 60 |
| nor4 | 54 |
| nor3 | 48 |
| and3 | 44 |
| and4 | 36 |
| a32oi | 26 |
| nor2b | 24 |
| o211ai | 21 |
| a2111oi | 18 |
| a211oi | 18 |
| mux2 | 14 |
## cells by family after synthesis
logic type      Yosys count  synth area share [%]
buf+inv                 889                  1.58
flops                  8192                  78.4
simple gates           1362                  2.09
mux                    2764                  14.4
compound gates         1614                  3.56
## cell type report
class,instances,area (µm²)
clock buffers,998,21100
diodes,58,145
repair buffers,1266,9950
flip-flops and latches,8192,246000
well taps,8322,10400
fillers,44998,269000
inverters,5,26.3
multi-input cells,5740,63900
clock inverters,481,3900
## cells in the final DEF, fill, tap and decap left out, types with 93 or more instances in the layout
cell type | netlist | final
edfxtp_1 | 8192 | 8192
mux4_2 | 1404 | 1404
mux2i_1 | 1346 | 1346
buf_4 | 159 | 1201
clkbuf_16 | 0 | 816
nor2_1 | 586 | 509
o22ai_1 | 398 | 398
a22oi_1 | 358 | 358
nand2_1 | 244 | 242
clkinv_1 | 2 | 232
a221oi_1 | 209 | 209
a21oi_1 | 196 | 195
clkbuf_1 | 314 | 182
clkinv_2 | 0 | 141
a31oi_1 | 127 | 118
o21ai_0 | 115 | 108
nand3_1 | 109 | 93
## path summary, 6_finish.rpt
path	from	endpoint	slack, ns	cells past startpoint
max	address[1]	out[6]	14.97	17
min	in[5]	memory[502][5]	6.89	1
## power by group through the flow
stage / clock, mW / combinational [mW] / sequential, mW
after CTS: 7.68 / 0.849 / 9.93
final: 7.59 / 0.852 / 9.93
after global routing: 8.00 / 0.899 / 9.92
## metal layers
metal | routed length (µm) | global-route usage, % | vias to the layer above
li1 | - | - | 65077
met4 | 44700 | 11.4 | 148
met1 | 272000 | 41.1 | 79405
met5 | 5660 | 6.17 | -
met2 | 409000 | 44.0 | 10957
met3 | 197000 | 30.0 | 1790
## critical path, stage by stage
cell	delay (ns)
buf_16	0.31
buf_4	0.64
buf_4	0.55
buf_4	0.65
buf_4	0.56
buf_4	0.54
buf_4	0.64
mux2i_1	0.27
o22ai_1	0.10
nor4_1	1.01
buf_4	0.25
o211ai_1	0.09
o21a_1	0.21
nor4_1	0.70
buf_4	0.23
nand4_1	0.35
clkdlybuf4s50_1	0.53
## stage by stage
stage / worst slack, ns / area, µm² / hold slack (ns)
floorplan: 20.45 / 314000 / 7.72
global placement: 14.96 / 330000 / 8.06
detailed placement: 14.92 / 330000 / 8.07
CTS: 14.87 / 355000 / 6.82
global route: 14.50 / 355000 / 6.88
finish: 14.97 / 355000 / 6.89
Power is estimated from default activity; no workload was simulated.
